`./design.v`:
```
module top
(
  input clk,
  input [3:0] a,b,
  output reg [7:0] mul
);
  always@(posedge clk)
    begin
     mul <= a * b;
    end
endmodule
```
`./run.sh`:
```
#!/bin/bash
# OpenROAD 26Q1-2900-gdf79404cd8, Yosys 0.63+post, stock flow scripts
make -C /OpenROAD-flow-scripts/flow DESIGN_CONFIG=/design/flow/config.mk WORK_HOME=/design/flow/orfs finish
```
`./config.mk`:
```
export PLATFORM = sky130hd
export DESIGN_NAME = top
export DESIGN_NICKNAME = top
export VERILOG_FILES = /design/flow/design.v
export SDC_FILE = /design/flow/constraint.sdc
export NUM_CORES = 4
export LEC_CHECK = 1
export CORE_AREA = 10 10 84 84
export DIE_AREA = 0 0 94 94
```
`./constraint.sdc`:
```
current_design top

set clk_period 4.7
set clk_io_pct 0.2

create_clock -name clk0 -period $clk_period [get_ports {clk}]

set non_clock_inputs [all_inputs -no_clocks]
set_input_delay [expr $clk_period * $clk_io_pct] -clock clk0 $non_clock_inputs
set_output_delay [expr $clk_period * $clk_io_pct] -clock clk0 [all_outputs]
```
==> datasheet_impl.txt <==
Physical design parameters

Parameter                              Value

CTS
  # resized after CTS    0
  CTS buffer count    3
  Clock sink count    8
  # H-tree levels    1
  Buffers inserted during post-CTS setup optimization    0
  Clock-pin transition on the worst setup and hold timing paths    40 ps
  Root buffer cell    sky130_fd_sc_hd__clkbuf_8
  Clock tree from TritonCTS    done
  CTS max path bufs    2
  Cts-stage hold buffer count    0

Detailed routing
  Number of design-rule violations left by the first detailed-router iteration    6
  Post-DR wirelength/cell    8.324 um
  Detail Route Antenna Nets    0
  Via density    3.054
  Aggregate routed wire length    1.232 mm
  DRC violation count after routing    0
  Antenna diode instance count    0
  Number of iterations in the first detailed-routing pass    4
  Vias after detailed routing    452

Synth
  Number of standard cells reported by yosys    59
  Post-synth regs    8
  Post-synthesis chip area from yosys    606.8 um^2
  Cell area after synthesis    606.8 um^2
  Number of cells produced by synthesis    59
  Share of the yosys chip area belonging to registers    26.39%
  Number of library cell types mapped by synthesis    18
  Count of warnings emitted by yosys    1
  Mean area per synthesized cell    10.29 um^2

Final timing
  Shortest period the worst path allows    3536 ps
  Setup ws final    1164 ps
  Number of pins exceeding their max-slew limit in the final report    0
  Highest clock rate    0.2828 GHz
  Period utilization    75.24%
  Worst hold margin    1374 ps
  Final setup violation count    0
  Number of hold violations in the final report    0
  Slew at the pin with the worst max-slew slack    288.3 ps
  Setup TNS Final    0 ps
  Headroom to the max-slew limit    80.66%
  Setup repair after global routing missed its margin    false

Finish
  Largest register by flop count    mul
  Flip-flop count of the largest register, all copies and words added    8
  Final std cell area, no fill    895.9 um^2
  Final-layout fill cell count    601
  Area overhead of the layout relative to synthesis    47.63%
  Layout cells sized above 1    5.128%
  Registers with the highest flip-flop counts    mul x8

Floorplan
  Initial core utilization    11.66%
  Number of standard-cell rows in the floorplan    26
  Die Outline Area    0.008836 mm^2
  Die outline height    94 um
  Chip Width    94 um
  Ports    17
  Area of the placeable core    0.005205 mm^2

Power and ir drop
  Largest voltage drop on the vdd net    0.06429 mV
  Power Dens Cells    275.1 mW/mm^2
  Total power consumption of the routed design    0.2465 mW
  Leakage Power    0.3997 nW

Placed design
  Number of buffers inserted by port buffering    16
  Final HPWL DP    1.152 mm
  Routability congestion estimate from global placement    0.7742
  Setup slack after placement    906.0 ps
  Cell area reported after detailed placement    854.6 um^2

Global routing
  Overall routing resource usage    2.778%
  Global route overflow    0
  Vias in the first global route    475
  Number of antenna violations at the first check in global routing    0
  Largest net degree at the start of global routing    6
  First-pass GRT wire length    2.042 mm

Worst setup path
  Critical Path RT    4840 ps
  Type of the worst setup path    in -> reg
  Critical path startpoint category    input pin
  Worst EP arrival    3670 ps
  CP Capture Type    register
  Crit path max fanout    4

Flow run
  Reported max-cap violation count    0
  OpenROAD warning count    25

Worst hold path
  Hold crit path type    in -> reg
  Hold Path Stages    2

Outcome
  Run status    completed
## kinds of logic after synthesis
kind of cell | after synthesis | synth area share [%]
and+or+nand+nor | 20 | 19.59
adders and majority gates | 16 | 37.94
AOI/OAI and AO/OA | 9 | 9.897
DFF | 8 | 26.39
xor gates and xnor gates | 3 | 4.331
buffers and inverters | 3 | 1.856
## metrics by stage
step | instances | utilization, %
finish | 148 | 17.21
detailed placement | 145 | 16.42
CTS | 148 | 17.21
global placement | 145 | 16.42
floorplan | 59 | -
global route | 148 | 17.21
## critical path, stage by stage
cell and delay [ps]:
sky130_fd_sc_hd__clkdlybuf4s50_1 520, sky130_fd_sc_hd__nand2_1 90, sky130_fd_sc_hd__fa_1 530, sky130_fd_sc_hd__inv_1 50, sky130_fd_sc_hd__fa_1 520, sky130_fd_sc_hd__ha_1 320
sky130_fd_sc_hd__a211oi_1 90, sky130_fd_sc_hd__or4b_1 510, sky130_fd_sc_hd__o2111ai_1 110
## synthesized netlist by cell type (all sizes together)
cell,number,area share (%)
a21oi,3,2.5
and2,13,13
or4b,1,1.6
o21ai,1,0.82
a211oi,1,1.2
fa,4,13
and3b,1,1.4
nand2,3,1.9
xor2,1,1.4
inv,3,1.9
o2111ai,1,1.4
nor2,2,1.2
ha,12,25
a21o,2,2.7
xnor2,2,2.9
o211ai,1,1.2
dfxtp,8,26
## worst paths after layout
kind	start	endpoint	slack, ps
setup / recovery	a[0]	mul[7]	1160
hold / removal	b[0]	mul[0]	1370
## cell usage in the layout, fill, tap and decap left out, drive strengths merged
| cell | Yosys | routed |
|---|---|---|
| ha | 12 | 12 |
| and3b | 1 | 1 |
| inv | 3 | 3 |
| or4b | 1 | 1 |
| clkbuf | 0 | 3 |
| nand2 | 3 | 3 |
| xnor2 | 2 | 2 |
| clkdlybuf4s50 | 0 | 16 |
| o2111ai | 1 | 1 |
| and2 | 13 | 13 |
| xor2 | 1 | 1 |
| dfxtp | 8 | 8 |
| a21o | 2 | 2 |
| a21oi | 3 | 3 |
| a211oi | 1 | 1 |
| o21ai | 1 | 1 |
| o211ai | 1 | 1 |
| fa | 4 | 4 |
| nor2 | 2 | 2 |
## area by class of cell
type / instances / area (um^2) / share of cell area [%]
tap: 70 / 87.58 / 9.777
multi-input combinational: 48 / 435.4 / 48.60
timing repair buffer: 16 / 160.2 / 17.88
sequential: 8 / 160.2 / 17.88
inverter: 3 / 11.26 / 1.257
clock buffer: 3 / 41.29 / 4.609
## power by group
| group | internal [mW] | switching (mW) |
|---|---|---|
| logic | 0.0500 | 0.0294 |
| registers | 0.0823 | 0.00457 |
| clock network | 0.0553 | 0.0250 |
## layer usage
layer	vias up	wire length [um]	GRT usage [%]
li1	242	-	-
met1	190	714	4.258
met2	18	432	3.456
met3	2	63	0.9693
met4	0	21	0.8861
met5	-	0	0
Power figures rest on the tool's default switching activity, not on a simulated workload.
